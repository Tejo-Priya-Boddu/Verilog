## flow/run.sh

```bash
#!/bin/bash
# OpenROAD 26Q1-2900-gdf79404cd8, Yosys 0.63+post, stock flow scripts
make -C /OpenROAD-flow-scripts/flow DESIGN_CONFIG=/design/flow/config.mk WORK_HOME=/design/flow/orfs finish
```

## flow/constraint.sdc

```tcl
current_design carry_save_adder

set clk_period 2.3
set clk_io_pct 0.2

create_clock -name clk0 -period $clk_period

set non_clock_inputs [all_inputs -no_clocks]
set_input_delay [expr $clk_period * $clk_io_pct] -clock clk0 $non_clock_inputs
set_output_delay [expr $clk_period * $clk_io_pct] -clock clk0 [all_outputs]
```

## flow/design.v

```verilog
`timescale 1ns / 1ps
module carry_save_adder(a,b,c,sum,cout,out);
 input[3:0]a,b,c;
 output [4:0] sum;
 output cout;
 output[5:0]out;
 wire [3:0]sum_temp,cout_temp,co;
 full_addr fa1(a[0],b[0],c[0],sum_temp[0],cout_temp[0]);
 full_addr fa2(a[1],b[1],c[1],sum_temp[1],cout_temp[1]);
 full_addr fa3(a[2],b[2],c[2],sum_temp[2],cout_temp[2]);
 full_addr fa4(a[3],b[3],c[3],sum_temp[3],cout_temp[3]);
 full_addr fa5(sum_temp[1],cout_temp[0],1'b0,sum[1],co[0]);
 full_addr fa6(sum_temp[2],cout_temp[1],co[0],sum[2],co[1]);
 full_addr fa7(sum_temp[3],cout_temp[2],co[1],sum[3],co[2]);
 full_addr fa8(1'b0,cout_temp[3],co[2],sum[4],cout);
 assign sum[0]=sum_temp[0];
assign out={cout,sum};
 endmodule
module full_addr(a,b,c,s,ca);
input a,b,c;
output s,ca;
assign s=a^b^c;
assign ca=(a&b)|(b&c)|(c&a);
endmodule
```

## flow/config.mk

```make
export PLATFORM = sky130hd
export DESIGN_NAME = carry_save_adder
export DESIGN_NICKNAME = carry_save_adder
export VERILOG_FILES = /design/flow/design.v
export SDC_FILE = /design/flow/constraint.sdc
export NUM_CORES = 4
export LEC_CHECK = 1
export CORE_AREA = 10 10 70 70
export DIE_AREA = 0 0 80 80
```

==> impl_metrics.py <==
# Synthesis and PnR figures
metrics = {
    "status": {
        "outcome": "finished with violations",
        "violations": "negative setup slack",
    },
    "worst_setup_path": {
        "start_kind": "primary input",
        "cp_max_fo": 2,
        "required_ns": 1.84,
        "cp-end-kind": "output port",
        "worstPathArrival_ns": 2.25,
        "crit_type": "in2out",
    },
    "sta": {
        "slew_viol_final": 0,
        "fin_ws_ns": -0.405,
        "max_freq_mhz": 370,
        "rsz0062_at_grt": "yes",
        "worst_pin_slew_ns": 0.129,
        "max_slew_margin_pct": 91.4,
        "period_needed_ns": 2.71,
        "fin_crit_sh_pct": 118,
        "hold_viol_final": 0,
        "setup_viol": 8,
    },
    "place": {
        "dpl.hpwl_um": 663,
        "placed_cells": 91,
        "place_ws_ns": -1.12,
        "gp_congestion": 0.723,
        "io_buffers": 24,
    },
    "floorplanning": {
        "die_h_um": 80,
        "pin_count": 24,
        "rows": 21,
        "fp.dieArea_um2": 6400,
        "fp_util_pct": 8.10,
        "core_area_um2": 3420,
        "die-width_um": 80,
    },
    "final_layout": {
        "area_growth_pct": 76.9,
        "ff_count": 0,
        "clkbuf_count": 0,
        "combGateArea_um2": 178,
        "final_cells": 91,
        "drive_above_1_share_pct": 60.0,
        "fillCellCount": 403,
        "final_common_cell": "inv_2",
        "most-common-layout-cells": "inv_2, clkdlybuf4s50_1, buf_6, buf_2, inv_1",
        "seqCellArea_um2": 0,
    },
    "detailed_routing": {
        "ant_nets": 0,
        "drt-total-wl_um": 677,
        "viasPerCell": 2.27,
        "drc": 0,
        "dr_total_vias": 207,
        "dr.pass1.iters": 1,
        "antenna_cells": 0,
        "drt_iter0_drc": 0,
        "wire_per_inst_um": 7.44,
    },
    "clock_tree": {
        "cts_setup_buffers": 0,
        "ctsHoldBuffers": 0,
    },
    "job": {
        "cap_viol_max_count": 0,
        "warning_count": 35,
    },
    "grt": {
        "grt_pass1_vias": 249,
        "grt_max_degree": 3,
        "gr-total-overflow": 0,
        "grtUsageTotal_pct": 1.93,
        "grt_antenna_before_repair": 0,
        "grt_pass1_wl_um": 1030,
    },
    "pwr": {
        "cellLeakagePower_uw": 0.000227,
        "ir_drop_v": 0.000161,
        "power.density_nw_per_um2": 345,
        "finalPower_uw": 169,
    },
    "synth": {
        "syn_area_um2": 277,
        "syn-instance-count": 32,
        "synth_chip_area_um2": 277,
        "yosys_cells": 32,
        "yosysUniqueCellTypes": 4,
        "yosysWarnings": 0,
        "avgSynthCellArea_um2": 8.64,
        "ys_seq_share_pct": 0,
    },
    "min_path": {
        "hp-class": "in2out",
    },
}
==> per-layer routing <==
metal / share of wire (%) / wire length (µm) / GRT usage [%] / vias to the layer above
met3: 27 / 186 / 1.93 / 0
met1: 49 / 334 / 2.89 / 83
met5: 0 / 0 / 0 / -
li1: - / - / - / 100
met4: 0 / 0 / 0 / 0
met2: 23 / 156 / 1.85 / 24
==> worst paths after layout <==
check                 from  endpoint  slack, ns  depth (start not counted)
worst min-delay path  a[2]    sum[2]       1.62                          6
worst max-delay path  a[1]    sum[3]      -0.41                          8
==> critical path, cell delays in order <==
cell and delay (ns):
buf_6 0.09, fa_1 0.57, ha_4 0.14, inv_2 0.03
fa_2 0.32, inv_2 0.07, fa_2 0.44, buf_2 0.13
==> power by group <==
group / total [µW] / switching [µW] / internal [µW]
sequential: 0 / 0 / 0
combinational: 169 / 54.2 / 114
clock: 0 / 0 / 0
total: 169 / 54.2 / 114
==> cells by family after synthesis <==
logic type | after synthesis | synth area share [%]
adder cells (fa/ha/maj) | 8 | 52.5
buffers and inverters | 24 | 47.5
==> stage by stage <==
stage / instance area [µm²] / utilization, % / setup TNS (ns) / hold slack, ns
after floorplan: 297 / - / -1.27 / 1.22
after global placement: 512 / 15.0 / -8.93 / 1.97
after detailed placement: 512 / 15.0 / -9.00 / 1.99
after CTS: 470 / 13.8 / -2.58 / 1.66
after global routing: 489 / 14.3 / -2.84 / 1.68
final: 489 / 14.3 / -2.40 / 1.62
==> cell usage after synthesis <==
library cell | count | area share [%]
ha_1 | 2 | 9.0
inv_1 | 13 | 18
fa_1 | 6 | 43
buf_4 | 11 | 30
==> area by class of cell <==
class / count / share of cell area (%)
multi-input cells: 8 / 36.3
repair buffers: 24 / 41.9
inverters: 13 / 9.97
well taps: 46 / 11.8
==> what timing repair did <==
action / CTS / global route
endpoints found under the setup margin: 12 / 8
resized: 53 / 11
pin swaps: 7 / 7
Power is estimated from default activity; no workload was simulated.
