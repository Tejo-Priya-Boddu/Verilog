[flow/design.v]
module i2s_microphone (
    input wire reset_n,          
    input wire i2s_clk,          
    input wire i2s_ws,           
    output wire i2s_data          
);
    parameter DATA_WIDTH = 8;   
    parameter MEM_DEPTH = 256;   
    reg [DATA_WIDTH-1:0] mem[0:MEM_DEPTH-1];   
    reg [7:0] mem_addr;                         
    reg [DATA_WIDTH-1:0] data_out;              
    reg [4:0] bit_cnt;                          
    reg read_mono;				 
    integer i;
    initial begin
        for (i = 0; i < MEM_DEPTH; i = i + 1) begin
            mem[i] = i;  
        end
    end
    assign i2s_data = data_out[DATA_WIDTH-1];
    always @(posedge i2s_clk or negedge reset_n) begin
        if (!reset_n) begin
            mem_addr <= 0;
            data_out <= 0;
	    read_mono <= 1'b1; 
         end 
	 else if (i2s_ws) begin
		if (read_mono) begin
                    read_mono <= 1'b0;
                    mem_addr <= mem_addr + 1;
	        end
        end 
	else if (!i2s_ws) 
            if (!read_mono) begin
	        read_mono <= 1'b1;
                data_out <= mem[mem_addr];
	    end else begin
                data_out = data_out << 1;
	    end
    end
endmodule
[flow/run.sh]
#!/bin/bash
# OpenROAD 26Q1-2900-gdf79404cd8, Yosys 0.63+post, stock flow scripts
make -C /OpenROAD-flow-scripts/flow DESIGN_CONFIG=/design/flow/config.mk WORK_HOME=/design/flow/orfs finish
[flow/config.mk]
export PLATFORM = sky130hd
export DESIGN_NAME = i2s_microphone
export DESIGN_NICKNAME = i2s_microphone
export VERILOG_FILES = /design/flow/design.v
export SDC_FILE = /design/flow/constraint.sdc
export NUM_CORES = 4
export LEC_CHECK = 1
export CORE_AREA = 10 10 75 75
export DIE_AREA = 0 0 85 85
[flow/constraint.sdc]
current_design i2s_microphone

set clk_period 3.2
set clk_io_pct 0.2

create_clock -name clk0 -period $clk_period [get_ports {i2s_clk}]

set non_clock_inputs [all_inputs -no_clocks]
set_input_delay [expr $clk_period * $clk_io_pct] -clock clk0 $non_clock_inputs
set_output_delay [expr $clk_period * $clk_io_pct] -clock clk0 [all_outputs]
==> impl_results.rst <==
Implementation results
======================

.. list-table::
   :header-rows: 1

   * - Metric
     - Value
   * - Outcome
     - complete, no violations
   * - Clock H-tree levels
     - 1
   * - # setup viols final
     - 0
   * - Final weighted congestion in routability-driven placement
     - approximately 0.77
   * - Tot GR Track Use
     - 3.36%
   * - Cell chain of the critical path
     - clkdlybuf4s50_1 > and2_2 > mux2_2
   * - Slowest cell delay on critical path
     - 0.80 ns
   * - Total power density per cell area
     - 699 mW/mm2
   * - Beginning of the worst register-to-register path
     - read_mono
   * - Worst min-delay path class
     - reg -> reg
   * - Headroom to the max-slew limit
     - 51.1%
   * - # IOs
     - 4
   * - Clock period minus worst slack
     - a little under 2 ns
   * - Crit. Startpoint
     - i2s_ws
   * - Combinational share of power
     - 17.5%
   * - Final slew viol count
     - 0
   * - WL final
     - roughly 1100 um
   * - WHS Path Cells
     - 1
   * - Final number of hold-violating endpoints
     - 0
   * - Cell resize tally after clock tree synthesis
     - 0
   * - R2R Path End
     - mem_addr[1]
   * - Category of the worst setup path launch point
     - input pin
   * - Wire length of the first global-routing pass
     - 2100 um
   * - Post-CTS Setup Bufs
     - 0
   * - Kind of cell with the highest combined delay on the critical path
     - buffers and inverters
   * - Post-layout instance area
     - 857 um2
   * - Peak VDD IR
     - about 0.22 mV
   * - Leakage component of the power
     - 0.000366 uW
   * - Count of port buffers added during placement
     - 3
   * - Hold_buf cts
     - 0
   * - Setup TNS
     - 0 ns
   * - End of the worst hold path
     - mem_addr[7]
   * - Estimated wirelength of the detail-placed design
     - 807 um
   * - Worst path buffer plus inverter count
     - 1
   * - Area of the chip
     - slightly above 0.007 mm2
   * - # clock sinks
     - 17
   * - Pint
     - ~430 uW
   * - Post-synthesis cell type count
     - 17
   * - Beginning of the worst hold path
     - mem_addr[7]
   * - DR pass1 iterations
     - 4
   * - Avg Vias per Cell
     - ~3.7
   * - Yosys synthesis chip area
     - around 750 um2
   * - Number of cell instances after yosys synthesis
     - approximately 63
   * - P&R area growth vs syn
     - 14.9%
   * - Largest net degree at the start of global routing
     - 20
   * - Net load switching power
     - 173 uW
   * - Final routed wire length divided by cell count
     - 9.71 um
   * - Maximum Capacitance Violations
     - 0
   * - Fraction of final layout cells with drive strength greater than 1
     - 10.4%
   * - Clock transition at path regs
     - 0.06 ns
   * - Row Count
     - 23
   * - DRC violations left
     - 0
   * - Worst-Margin Slew
     - 0.731 ns
   * - Flip-flop and latch count after synthesis
     - 17
   * - Pre-CTS setup slack
     - 1.02 ns
   * - Min setup slack post-route
     - 1.27 ns
   * - Sum of internal, switching and leakage power
     - between 500 and 600 uW
   * - Share of total power in sequential cells
     - between 50% and 60%
   * - Latest clock arrival within the worst-skew pair
     - 0.24 ns
   * - Placed cell areas
     - between 800 and 900 um2
   * - Count of routing violations after the opening detailed-route iteration
     - around 46
   * - Critical path required time
     - 3.33 ns
   * - Area of the mapped netlist
     - around 750 um2
   * - Synthesized instance count
     - 63
   * - Clk pwr share
     - 25.6%
   * - Clock Path Buffers
     - 2
   * - Antenna-violating nets left
     - 0
   * - Start-to-end type of the worst setup path
     - in -> reg
   * - Die Y
     - between 80 and 90 um
   * - Yosys warning total
     - 1
   * - Number of global-route vias before repair
     - around 460
   * - Via count
     - 430
   * - Inserted Clock Buffers
     - 3
   * - Max FO, Critical Path
     - 19
   * - Maximum clock frequency
     - 517 MHz
   * - Final critical-path share of the clock period
     - 60.4%
   * - Critical Path Slowest Stage Cell
     - sky130_fd_sc_hd__clkdlybuf4s50_1
   * - Critical path data arrival time
     - 2.06 ns
   * - CTS tree
     - done
   * - Unrepaired setup endpoints after global routing
     - false
   * - Sequential element share of the synthesized area
     - 57.2%
   * - Post-Route Utilization
     - 21.1%
   * - Total core area
     - 0.00406 mm2
   * - Worst clock skew
     - between 0.0015 and 0.002 ns
   * - ANT cells
     - 0
   * - Slack of the worst reg-to-reg path
     - 1.83 ns
   * - Average cell area after synthesis
     - 11.8 um2
   * - Depth of the worst register-to-register path
     - 2
   * - Kind of end point of the critical path
     - register
   * - Number of antenna violations at the first check in global routing
     - 0
   * - Tool Warnings
     - 25
   * - Grt ovf
     - 0
   * - Clk root buf
     - sky130_fd_sc_hd__clkbuf_8
   * - Initial Utilization
     - ~18%
   * - Fraction of power spent switching nets
     - around 29%
   * - Die X
     - 85 um
## per-stage QoR
step / hold WS [ns] / instances
4_1_cts: 0.477 / 117
3_5_place_dp: 0.469 / 113
3_3_place_gp: 0.467 / 113
6_report: 0.470 / 117
5_1_grt: 0.516 / 117
2_1_floorplan: 0.344 / 63
## flip-flops by register name (all words and copies together) (netlist names)
register / count
data_out: 8
mem_addr: 8
read_mono: 1
## layer usage
layer / wire length, um / share of wire, % / vias to the layer above / GRT usage (%)
li1: - / - / 223 / -
met1: 597 / 53 / 199 / 4.91
met2: 444 / 39 / 6 / 4.43
met3: 76 / 6.7 / 2 / 1.64
met4: 17 / 1.5 / 0 / 0.449
met5: 0 / 0 / - / 0
## worst max-delay path by stage
stage	depth (start not counted)	end
CTS	3	mem_addr[1]
global route	3	mem_addr[1]
finish	3	mem_addr[1]
## Yosys cell counts, drive strengths merged
| cell | n | area, um2 |
|---|---|---|
| nand2 | 10 | 37.5 |
| nand4 | 4 | 25.0 |
| and2 | 1 | 7.51 |
| dfstp | 1 | 26.3 |
| dfrtp | 16 | 400 |
| xnor2 | 6 | 52.6 |
| nand2b | 1 | 6.26 |
| clkbuf | 1 | 3.75 |
| mux2i | 7 | 70.1 |
| ha | 1 | 12.5 |
| mux2 | 1 | 11.3 |
| inv | 1 | 3.75 |
| and4 | 1 | 11.3 |
| buf | 2 | 22.5 |
| o21ai | 8 | 40.0 |
| xor2 | 1 | 8.76 |
| and3 | 1 | 6.26 |
## cell type report
cell class                      count  area, um2
Clock buffer                        4       45.0
Fill cell                         412       3200
Inverter                            1       3.75
Multi-Input combinational cell     42        289
Sequential cell                    17        427
Tap cell                           50       62.6
Timing Repair Buffer                3       30.0
## cells in the final DEF (no fill, tap or decap), drive strengths merged
cell,n
dfrtp,16
nand2,10
o21ai,8
mux2i,7
xnor2,6
nand4,4
clkbuf,4
clkdlybuf4s50,3
inv,1
nand2b,1
and4,1
and2,1
mux2,1
and3,1
xor2,1
ha,1
dfstp,1
## kinds of logic (layout without fill, tap and decap cells)
family                   count (synthesis)  in the layout  synth area share (%)
multiplexers                             8              8                  10.9
XOR/XNOR                                 7              7                  8.22
flip-flops                              17             17                  57.2
AND/OR/NAND/NOR                         18             18                  12.6
adder cells (fa/ha/maj)                  1              1                  1.68
buffers and inverters                    4              8                  4.03
AND-OR/OR-AND                            8              8                  5.37
## power groups by stage
stage | Sequential, uW | Combinational, uW | Clock, uW
6_report | 341 | 105 | 153
5_1_grt | 353 | 122 | 171
4_1_cts | 341 | 106 | 161
Power and IR drop assume default switching activity.
