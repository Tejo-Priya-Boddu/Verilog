$ cat /design/flow/run.sh
#!/bin/bash
# OpenROAD 26Q1-2900-gdf79404cd8, Yosys 0.63+post, stock flow scripts
make -C /OpenROAD-flow-scripts/flow DESIGN_CONFIG=/design/flow/config.mk WORK_HOME=/design/flow/orfs finish
$ cat /design/flow/design.v
`timescale 1ns / 1ps
module CLA(
input [3:0]a,b,
input cin,
output [3:0]s,
output cout,
output [4:0]out
    );
    wire [3:0]p,g;
    wire [3:0]c;
    assign g = a & b;
    assign p = a | b;
    assign c[0]= cin;
    assign c[1]= g[0]|(p[0]&c[0]);
    assign c[2]= g[1]|(p[1]&c[1]);
    assign c[3]= g[2]|(p[2]&c[2]);
    assign cout= g[3]|(p[3]&c[3]);
    assign s[0]= a[0]^b[0]^c[0];
    assign s[1]= a[1]^b[1]^c[1];
    assign s[2]= a[2]^b[2]^c[2];
    assign s[3]= a[3]^b[3]^c[3];
    assign out = {cout,s};
endmodule
$ cat /design/flow/constraint.sdc
current_design CLA

set clk_period 3.7
set clk_io_pct 0.2

create_clock -name clk0 -period $clk_period

set non_clock_inputs [all_inputs -no_clocks]
set_input_delay [expr $clk_period * $clk_io_pct] -clock clk0 $non_clock_inputs
set_output_delay [expr $clk_period * $clk_io_pct] -clock clk0 [all_outputs]
$ cat /design/flow/config.mk
export PLATFORM = sky130hd
export DESIGN_NAME = CLA
export DESIGN_NICKNAME = CLA
export VERILOG_FILES = /design/flow/design.v
export SDC_FILE = /design/flow/constraint.sdc
export NUM_CORES = 4
export LEC_CHECK = 1
export CORE_AREA = 10 10 70 70
export DIE_AREA = 0 0 80 80
==> CHANGELOG.md <==
### Implementation results

* Cell type with the largest total area: fa_1
* Type of the worst setup path: input port to output pin
* Tmin final at 3500 ps
* IO buf count at 19
* Startpoint types: input port
* RSZ-0062 raised after global routing: no
* Worst path most repeated cell: inv_2
* Routed Antenna Nets at 0
* Tool warning count at 33
* Max-area cell share at 51.6%
* First-pass GRT wire length at 717 um
* Slew Viols, Final at 0
* Commonest cells in the netlist: 10 x inv_1, 5 x buf_4, 4 x fa_1
* Syn Inst Count at 19
* 1st-iter DRT viols at 0
* Syn Area/Cell at 8.17 sq um
* Initial Util at 4.54%
* # setup viols final at 0
* Die x size at 80 um
* Max Freq at 286 MHz
* Crit path DAT at 2760 ps
* Hold WS at 2280 ps
* Worst Setup End Kind: output pin
* Most frequent cell after synthesis: inv_1
* Met3 WL at 123 um
* Layout area overhead at 146%
* Fin area at 382 sq um
* Diodes inserted at 0
* Total number of vias at 159
* CP max stage cell: fa_1
* PnR worst setup slack at 202 ps
* Antenna violations before repair at 0
* CP peak stage delay at 420 ps
* Largest net degree at the start of global routing at 3
* TritonRoute pass-1 iters at 1
* Cell Type Count at 3
* Hold_buf cts at 0
* Cell Chain, Critical Path: dlygate4sd2_1 -> inv_2 -> fa_2 -> inv_2 -> fa_2 -> fa_2 -> inv_2 -> fa_1 -> inv_2 -> buf_4 -> buf_4 -> buf_4
* Final WL at 523 um
* DRC at 0
* Max-slew headroom at 93.5%
* Final period utilization at 94.5%
* CP required at 2960 ps
* GRT Util Overall at 1.42%
* Ys cells at 19
* Hold Crit Class: input port to output pin
* DR top layer: met3
* Routability cong. at 0.774
* WL/cell at 6.46 um
* Register area at 0 sq um
* Wl on met1 at 291 um
* GRT overflow at 0
* Yosys warnings at 0
* DP HPWL at 508 um
* Layout cell share with drive strength beyond 1 at 34.3%
* Core area at 3420 sq um
* Number of global-route vias before repair at 138
* Multiplexer share at 0%
* Post-synthesis cell area at 155 sq um
* Outcome: finished clean
* WL met2 at 108 um
* Core Util, Final at 11.2%
* Biggest area cells: fa_1 52%, buf_4 24%, inv_1 24%
* Flop count at 0
* Max-Cap Viols at 0
* Place WS at -314 ps
* Synth Seq Share at 0%
* I/O pins at 19
* Pwr/cell area at 160 nW/um^2
* Maximum VDD drop at 0.0344 mV
* Chip area at 6400 sq um
* Dominant combinational family: adder cells
* Xor/xnor share at 0%
* FA/HA/MAJ Cells, Area Fraction at 51.6%
* Row cnt at 21
* Leakage at 0.000174 uW
* Chip area in the Yosys report at 155 sq um
* CP Max Fanout at 2
* Simple Share, Synth at 0%
* Clock buffers at 0
* Cell area after placement at 365 sq um
* Die y size at 80 um
* Hold Fails Final Rpt at 0
* Actual slew at the worst max-slew pin at 97.7 ps
* Via density per instance at 1.96
* Aoi share at 0%
final timing paths:
kind                  from  endpoint  cells past startpoint
worst max-delay path  a[0]      s[3]                     12
worst min-delay path   cin    out[0]                      5
through the flow:
step / instances / power [uW] / TNS [ps]
floorplan: 19 / 20.0 / 0
global placement: 79 / 58.8 / -758
detailed placement: 79 / 58.9 / -780
CTS: 81 / 62.9 / -19.0
global route: 81 / 68.2 / 0
finish: 81 / 61.1 / 0
where the power goes:
group	leakage [uW]	switching (uW)	total, uW	internal (uW)
combinational	0.000174	16.5	61.1	44.6
sequential	0	0	0	0
clock	0	0	0	0
layer usage:
layer | global-route usage [%] | vias to the layer above
met5 | 0 | -
li1 | - | 75
met4 | 0 | 0
met3 | 0.909 | 0
met2 | 1.36 | 18
met1 | 2.42 | 66
cells by family after synthesis:
family / Yosys count
adders and majority gates: 4
buffers and inverters: 15
worst max-delay path: cells and delay by family:
family | cells | cell delay, ps
adders and majority gates | 4 | 1300
buffers and inverters | 8 | 730
cell usage in the layout (no fill, tap or decap):
master,netlist,routed
fa_2,0,3
dlygate4sd2_1,0,5
dlymetal6s2s_1,0,1
clkdlybuf4s50_1,0,12
buf_4,5,3
inv_1,10,4
fa_1,4,1
inv_2,0,6
what timing repair did:
action,in CTS,in global routing
setup endpoints to repair,4,2
setup buffers,2,0
gates resized,14,3
pin swaps,2,4
layout make-up:
| class | count | area [sq um] |
|---|---|---|
| inverters | 10 | 37.5 |
| multi-input cells | 4 | 87.6 |
| well taps | 46 | 57.6 |
| repair buffers | 21 | 199 |
| fillers | 403 | 3030 |
Power and IR drop assume default switching activity.
